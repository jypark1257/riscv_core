==> design/flow/design.v <==
module core_id_stage #(
    parameter XLEN = 32
) (
    input                       i_clk,
    input                       i_rst_n,
    input           [XLEN-1:0]  i_instr,
    input           [XLEN-1:0]  i_rd_din,
    input           [4:0]       i_wb_rd,
    input                       i_wb_reg_write,
    output  logic   [6:0]       o_opcode,
    output  logic   [4:0]       o_rd,
    output  logic   [2:0]       o_funct3,
    output  logic   [4:0]       o_rs1,
    output  logic   [4:0]       o_rs2,
    output  logic   [6:0]       o_funct7,
    output  logic               o_mem_write,
    output  logic               o_reg_write,
    output  logic   [2:0]       o_mem_to_reg,
    output  logic   [1:0]       o_d_size,
    output  logic               o_d_unsigned,
    output  logic   [1:0]       o_csr_op,
    output  logic               o_csr_imm,
    output  logic               o_csr_write,
    output  logic   [XLEN-1:0]  o_imm,
    output  logic   [XLEN-1:0]  o_rs1_dout,
    output  logic   [XLEN-1:0]  o_rs2_dout
);
    assign o_opcode = i_instr[6:0];
    assign o_rd = i_instr[11:7];
    assign o_funct3 = i_instr[14:12];
    assign o_rs1 = i_instr[19:15];
    assign o_rs2 = i_instr[24:20];
    assign o_funct7 = i_instr[31:25];
    main_control_unit ctrl_u (
        .i_opcode       (o_opcode),
        .i_rd           (o_rd),
        .i_funct3       (o_funct3),
        .i_rs1          (o_rs1),
        .i_funct7       (o_funct7),
        .o_mem_write    (o_mem_write),
        .o_reg_write    (o_reg_write),
        .o_mem_to_reg   (o_mem_to_reg),
        .o_d_size       (o_d_size),
        .o_d_unsigned   (o_d_unsigned),
        .o_csr_op       (o_csr_op),
        .o_csr_imm      (o_csr_imm),
        .o_csr_write    (o_csr_write)
    );
    immediate_generator imm_gen (
        .i_opcode   (o_opcode),
        .i_rd       (o_rd),
        .i_funct3   (o_funct3),
        .i_rs1      (o_rs1),
        .i_rs2      (o_rs2),
        .i_funct7   (o_funct7),
        .o_imm      (o_imm)
    );
    register_file #(
        .XLEN           (XLEN)
    ) rf (
        .i_clk          (i_clk),
        .i_rst_n        (i_rst_n),
        .i_rs1          (o_rs1),
        .i_rs2          (o_rs2),
        .i_rd           (i_wb_rd),
        .i_rd_din       (i_rd_din),
        .i_reg_write    (i_wb_reg_write),
        .o_rs1_dout     (o_rs1_dout),
        .o_rs2_dout     (o_rs2_dout)
    );
endmodule
module immediate_generator (
    input           [6:0]   i_opcode,
    input           [4:0]   i_rd,
    input           [2:0]   i_funct3,
    input           [4:0]   i_rs1,
    input           [4:0]   i_rs2,
    input           [6:0]   i_funct7,
    output  logic   [31:0]  o_imm
);
    localparam OPCODE_I = 7'b0010011;
    localparam OPCODE_STORE = 7'b0100011;
    localparam OPCODE_LOAD = 7'b0000011;
    localparam OPCODE_BRANCH = 7'b1100011;
    localparam OPCODE_JALR = 7'b1100111;
    localparam OPCODE_JAL = 7'b1101111;
    localparam OPCODE_AUIPC = 7'b0010111;
    localparam OPCODE_LUI = 7'b0110111;
    localparam OPCODE_FLW = 7'b00_001_11;
    localparam OPCODE_FSW = 7'b01_001_11;
    localparam FUNCT3_SL = 3'b001;
    localparam FUNCT3_SR = 3'b101;
    logic [11:0] imm_i;      
    logic [11:0] imm_s;      
    logic [12:0] imm_b;      
    logic [20:0] imm_j;      
    logic [4:0]  sht_amt;    
    logic [19:0] imm_u;      
    logic [11:0] imm_flw;
    logic [11:0] imm_fsw;
    logic [31:0] imm_i_sext;
    logic [31:0] imm_s_sext;
    logic [31:0] imm_b_sext;
    logic [31:0] sht_amt_sext;
    logic [31:0] imm_j_sext;
    logic [31:0] imm_u_zfill;
    logic [31:0] imm_flw_sext;
    logic [31:0] imm_fsw_sext;
    assign imm_i = {i_funct7, i_rs2};
    assign imm_s = {i_funct7, i_rd};
    assign imm_b = {i_funct7[6], i_rd[0], i_funct7[5:0], i_rd[4:1], 1'b0};
    assign imm_j = {i_funct7[6], i_rs1, i_funct3, i_rs2[0], i_funct7[5:0], i_rs2[4:1], 1'b0};
    assign sht_amt = i_rs2;
    assign imm_u = {i_funct7, i_rs2, i_rs1, i_funct3};
    assign imm_flw = {i_funct7, i_rs2};
    assign imm_fsw = {i_funct7, i_rd};
    assign imm_i_sext = {{20{imm_i[11]}}, imm_i};
    assign imm_s_sext = {{20{imm_s[11]}}, imm_s};
    assign imm_b_sext = {{19{imm_b[12]}}, imm_b};
    assign sht_amt_sext = {{27{1'b0}}, sht_amt};
    assign imm_j_sext = {{11{imm_j[20]}}, imm_j};
    assign imm_u_zfill = {imm_u, 12'b0};
    assign imm_flw_sext = {{20{imm_flw[11]}}, imm_flw};
    assign imm_fsw_sext = {{20{imm_fsw[11]}}, imm_fsw};
    always_comb begin
        o_imm = '0;
        case (i_opcode)
            OPCODE_I: begin
                if ((i_funct3 == FUNCT3_SL) || (i_funct3 == FUNCT3_SR)) begin
                    o_imm = sht_amt_sext;
                end else begin
                    o_imm = imm_i_sext;
                end
            end
            OPCODE_STORE: begin
                o_imm = imm_s_sext;
            end
            OPCODE_LOAD: begin
                o_imm  = imm_i_sext;
            end 
            OPCODE_BRANCH: begin
                o_imm = imm_b_sext;
            end
            OPCODE_JALR: begin
                o_imm = imm_i_sext;          
            end 
            OPCODE_JAL: begin
                o_imm = imm_j_sext;          
            end
            OPCODE_AUIPC: begin
                o_imm = imm_u_zfill;         
            end
            OPCODE_LUI: begin
                o_imm = imm_u_zfill;
            end
            OPCODE_FLW: begin
                o_imm = imm_flw_sext;
            end
            OPCODE_FSW: begin
                o_imm = imm_fsw_sext;
            end
            default: 
                o_imm = '0;
        endcase
    end
endmodule
module main_control_unit (
    input           [6:0]   i_opcode,
    input           [4:0]   i_rd,
    input           [2:0]   i_funct3,
    input           [4:0]   i_rs1,
    input           [6:0]   i_funct7,
    output  logic           o_reg_write,
    output  logic   [1:0]   o_d_size,
    output  logic           o_d_unsigned,
    output  logic   [2:0]   o_mem_to_reg,
    output  logic           o_mem_write,
    output  logic   [1:0]   o_csr_op,
    output  logic           o_csr_imm,
    output  logic           o_csr_write
);
    localparam OPCODE_R = 7'b01_100_11;
    localparam OPCODE_I = 7'b00_100_11;
    localparam OPCODE_STORE = 7'b01_000_11;
    localparam OPCODE_LOAD = 7'b00_000_11;
    localparam OPCODE_JALR = 7'b11_001_11;
    localparam OPCODE_JAL = 7'b11_01111;
    localparam OPCODE_AUIPC = 7'b00_101_11;
    localparam OPCODE_LUI = 7'b01_101_11;
    localparam OPCODE_SYSTEM = 7'b11_100_11;     
    localparam OPCODE_CUSTOM_0 = 7'b00_010_11;
    localparam OPCODE_CUSTON_1 = 7'b01_010_11;
    localparam OPCODE_CUSTON_2 = 7'b10_110_11;   
    localparam OPCODE_CUSTON_3 = 7'b11_110_11;   
    localparam OPCODE_FLW = 7'b00_001_11;
    localparam OPCODE_FSW = 7'b01_001_11;
    localparam OPCODE_FP = 7'b10_100_11; 
    localparam OPCODE_FMADD = 7'b1000011;
    localparam OPCODE_FMSUB = 7'b1000111;
    localparam OPCODE_FNMSUB = 7'b1001011;
    localparam OPCODE_FNMADD = 7'b1001111;
    localparam FUNCT3_BYTE = 3'b000;
    localparam FUNCT3_HALF = 3'b001;
    localparam FUNCT3_WORD = 3'b010;
    localparam FUNCT3_BYTE_U = 3'b100;
    localparam FUNCT3_HALF_U = 3'b101;
    localparam FUNCT3_CSRRW = 3'b001;
    localparam FUNCT3_CSRRS = 3'b010;
    localparam FUNCT3_CSRRC = 3'b011;
    localparam FUNCT3_CSRRWI = 3'b101;
    localparam FUNCT3_CSRRSI = 3'b110;
    localparam FUNCT3_CSRRCI = 3'b111;
    localparam FUNCT7_MUL = 7'h01;
    localparam FUNCT7_FCVT_W_S = 7'b1100000;
    localparam FUNCT7_FMV_FCLASS = 7'b1110000;
    localparam FUNCT7_FCMP = 7'b1010000;
    localparam SIZE_HALF = 2'b01;
    localparam SIZE_WORD = 2'b10;
    localparam SRC_ALU = 3'b000;
    localparam SRC_DMEM = 3'b001;
    localparam SRC_PC_PLUS_4 = 3'b010;
    localparam SRC_IMM = 3'b011;
    localparam SRC_CSR = 3'b100;
    localparam SRC_MUL = 3'b101;      
    localparam SRC_FPU = 3'b110;      
    localparam CSR_RW = 2'b00;
    localparam CSR_RS = 2'b01;
    localparam CSR_RC = 2'b10;
    always_comb begin
        o_mem_write = '0;
        o_reg_write = '0;
        o_d_size = '0;
        o_d_unsigned = '0;
        o_mem_to_reg = '0;
        o_csr_op = '0;
        o_csr_imm = '0;
        o_csr_write = '0;
        case (i_opcode)
            OPCODE_R: begin
                o_reg_write = 1'b1;
                if (i_funct7 == FUNCT7_MUL) begin    
                    o_mem_to_reg = SRC_MUL;
                end else begin
                    o_mem_to_reg = SRC_ALU;          
                end
            end
            OPCODE_I: begin
                o_reg_write = 1'b1;
                o_mem_to_reg = SRC_ALU;
            end
            OPCODE_STORE: begin
                o_mem_write = 1'b1;
                case (i_funct3)
                    FUNCT3_BYTE: begin
                        o_d_size = 2'b00;
                    end
                    FUNCT3_HALF: begin
                        o_d_size = 2'b01;
                    end
                    FUNCT3_WORD: begin
                        o_d_size = 2'b10;
                    end
                    default: begin
                        o_d_size = '0;
                    end
                endcase
            end
            OPCODE_LOAD: begin
                o_reg_write = 1'b1;
                o_mem_to_reg = SRC_DMEM;
                case (i_funct3)
                    FUNCT3_BYTE: begin
                        o_d_size = 2'b00;
                    end
                    FUNCT3_HALF: begin
                        o_d_size = 2'b01;
                    end
                    FUNCT3_WORD: begin
                        o_d_size = 2'b10;
                    end
                    FUNCT3_BYTE_U: begin
                        o_d_size = 2'b00;
                        o_d_unsigned = 1'b1;
                    end
                    FUNCT3_HALF_U: begin
                        o_d_size = 2'b01;
                        o_d_unsigned = 1'b1;
                    end 
                    default: begin
                        o_d_size = '0;
                        o_d_unsigned = '0;
                    end
                endcase
            end
            OPCODE_JALR: begin
                o_reg_write = 1'b1;
                o_mem_to_reg = SRC_PC_PLUS_4;
            end
            OPCODE_JAL: begin
                o_reg_write = 1'b1;
                o_mem_to_reg = SRC_PC_PLUS_4;
            end
            OPCODE_AUIPC: begin
                o_reg_write = 1'b1;
                o_mem_to_reg = SRC_ALU;
            end
            OPCODE_LUI: begin
                o_reg_write = 1'b1;
                o_mem_to_reg = SRC_IMM;
            end
            OPCODE_SYSTEM: begin
                o_mem_to_reg = SRC_CSR;
                case (i_funct3)
                    FUNCT3_CSRRW: begin
                        o_csr_op = CSR_RW;
                        o_csr_write = 1'b1;
                        if (i_rd != '0) begin
                            o_reg_write = 1'b1;
                        end else begin
                            o_reg_write = 1'b0;
                        end
                    end
                    FUNCT3_CSRRS: begin
                        o_csr_op = CSR_RS;
                        o_reg_write = 1'b1;
                        if (i_rs1 != '0) begin
                            o_csr_write = 1'b1;
                        end else begin
                            o_csr_write = 1'b0;
                        end
                    end 
                    FUNCT3_CSRRC: begin
                        o_csr_op = CSR_RC;
                        o_reg_write = 1'b1;
                        if (i_rs1 != '0) begin
                            o_csr_write = 1'b1;
                        end else begin
                            o_csr_write = 1'b0;
                        end
                    end
                    FUNCT3_CSRRWI: begin
                        o_csr_op = CSR_RW;
                        o_csr_imm = 1'b1;
                        o_csr_write = 1'b1;
                        if (i_rd != '0) begin
                            o_reg_write = 1'b1;
                        end else begin
                            o_reg_write = 1'b0;
                        end
                    end
                    FUNCT3_CSRRSI: begin
                        o_csr_op = CSR_RS;
                        o_csr_imm = 1'b1;
                        o_reg_write = 1'b1;
                        if (i_rs1 != '0) begin
                            o_csr_write = 1'b1;
                        end else begin
                            o_csr_write = 1'b0;
                        end
                    end 
                    FUNCT3_CSRRCI: begin
                        o_csr_op = CSR_RC;
                        o_csr_imm = 1'b1;
                        o_reg_write = 1'b1;
                        if (i_rs1 != '0) begin
                            o_csr_write = 1'b1;
                        end else begin
                            o_csr_write = 1'b0;
                        end
                    end 
                    default: begin
                        o_csr_op = CSR_RW;
                        o_csr_imm = '0;
                        o_reg_write = '0;
                        o_csr_write = '0;
                    end
                endcase
            end
            OPCODE_FLW: begin
                o_mem_to_reg = SRC_DMEM;
                o_d_size = 2'b10;
            end
            OPCODE_FSW: begin
                o_mem_write = 1'b1;
                o_d_size = 2'b10;
            end
            OPCODE_FMADD: begin
                o_csr_write = 1'b1;
                o_mem_to_reg = SRC_FPU;
            end
            OPCODE_FMSUB: begin
                o_csr_write = 1'b1;
                o_mem_to_reg = SRC_FPU;
            end
            OPCODE_FNMSUB: begin
                o_csr_write = 1'b1;
                o_mem_to_reg = SRC_FPU;
            end
            OPCODE_FNMADD: begin
                o_csr_write = 1'b1;
                o_mem_to_reg = SRC_FPU;
            end
            OPCODE_FP: begin
                o_csr_write = 1'b1;
                o_reg_write = 1'b0;
                o_mem_to_reg = SRC_FPU;
                case (i_funct7)
                    FUNCT7_FCVT_W_S: begin
                        o_reg_write = 1'b1;
                    end
                    FUNCT7_FMV_FCLASS: begin     
                        o_reg_write = 1'b1;
                    end
                    FUNCT7_FCMP: begin
                        o_reg_write = 1'b1;
                    end
                    default: begin
                        o_reg_write = 1'b0;
                    end
                endcase
            end
            default: begin
                o_mem_write = '0;
                o_reg_write = '0;
                o_d_size = '0;
                o_d_unsigned = '0;
                o_mem_to_reg = '0;
                o_csr_write = '0;
            end
        endcase
    end
endmodule
module register_file #(
    parameter XLEN = 32
) (
    input                       i_clk,
    input                       i_rst_n,
    input           [4:0]       i_rs1,
    input           [4:0]       i_rs2,
    input           [4:0]       i_rd,
    input           [XLEN-1:0]  i_rd_din,
    input                       i_reg_write,
    output          [XLEN-1:0]  o_rs1_dout,
    output          [XLEN-1:0]  o_rs2_dout
);
    logic [XLEN-1:0] rf_data[0:31];
    int i;
    always_ff @(posedge i_clk or negedge i_rst_n) begin
        if (~i_rst_n) begin
            for (i = 0; i < 32; i = i + 1) begin
                rf_data[i] <= '0;
            end
        end else begin
            if (i_reg_write) begin
                if(i_rd == '0) begin
                    rf_data[i_rd] <= '0;             
                end else begin
                    rf_data[i_rd] <= i_rd_din;
                end
            end else begin
                rf_data[i_rd] <= rf_data[i_rd];
            end
        end
    end
    assign o_rs1_dout = (i_reg_write && (i_rs1 == i_rd)) ? i_rd_din : rf_data[i_rs1];
    assign o_rs2_dout = (i_reg_write && (i_rs2 == i_rd)) ? i_rd_din : rf_data[i_rs2];
    logic   [XLEN-1:0]  reg_x0;
    logic   [XLEN-1:0]  reg_x1;
    logic   [XLEN-1:0]  reg_x2;
    logic   [XLEN-1:0]  reg_x3;
    logic   [XLEN-1:0]  reg_x4;
    logic   [XLEN-1:0]  reg_x5;
    logic   [XLEN-1:0]  reg_x6;
    logic   [XLEN-1:0]  reg_x7;
    logic   [XLEN-1:0]  reg_x8;
    logic   [XLEN-1:0]  reg_x9;
    logic   [XLEN-1:0]  reg_x10;
    logic   [XLEN-1:0]  reg_x11;
    logic   [XLEN-1:0]  reg_x12;
    logic   [XLEN-1:0]  reg_x13;
    logic   [XLEN-1:0]  reg_x14;
    logic   [XLEN-1:0]  reg_x15;
    logic   [XLEN-1:0]  reg_x16;
    logic   [XLEN-1:0]  reg_x17;
    logic   [XLEN-1:0]  reg_x18;
    logic   [XLEN-1:0]  reg_x19;
    logic   [XLEN-1:0]  reg_x20;
    logic   [XLEN-1:0]  reg_x21;
    logic   [XLEN-1:0]  reg_x22;
    logic   [XLEN-1:0]  reg_x23;
    logic   [XLEN-1:0]  reg_x24;
    logic   [XLEN-1:0]  reg_x25;
    logic   [XLEN-1:0]  reg_x26;
    logic   [XLEN-1:0]  reg_x27;
    logic   [XLEN-1:0]  reg_x28;
    logic   [XLEN-1:0]  reg_x29;
    logic   [XLEN-1:0]  reg_x30;
    logic   [XLEN-1:0]  reg_x31;
    always_comb begin
        reg_x0  = rf_data[0];
        reg_x1  = rf_data[1];
        reg_x2  = rf_data[2];
        reg_x3  = rf_data[3];
        reg_x4  = rf_data[4];
        reg_x5  = rf_data[5];
        reg_x6  = rf_data[6];
        reg_x7  = rf_data[7];
        reg_x8  = rf_data[8];
        reg_x9  = rf_data[9];
        reg_x10 = rf_data[10];
        reg_x11 = rf_data[11];
        reg_x12 = rf_data[12];
        reg_x13 = rf_data[13];
        reg_x14 = rf_data[14];
        reg_x15 = rf_data[15];
        reg_x16 = rf_data[16];
        reg_x17 = rf_data[17];
        reg_x18 = rf_data[18];
        reg_x19 = rf_data[19];
        reg_x20 = rf_data[20];
        reg_x21 = rf_data[21];
        reg_x22 = rf_data[22];
        reg_x23 = rf_data[23];
        reg_x24 = rf_data[24];
        reg_x25 = rf_data[25];
        reg_x26 = rf_data[26];
        reg_x27 = rf_data[27];
        reg_x28 = rf_data[28];
        reg_x29 = rf_data[29];
        reg_x30 = rf_data[30];
        reg_x31 = rf_data[31];
    end
endmodule
==> design/flow/run.sh <==
#!/bin/bash
# OpenROAD 26Q1-2900-gdf79404cd8, Yosys 0.63+post, stock flow scripts
make -C /OpenROAD-flow-scripts/flow DESIGN_CONFIG=/design/flow/config.mk WORK_HOME=/design/flow/orfs finish
==> design/flow/config.mk <==
export PLATFORM = sky130hd
export DESIGN_NAME = core_id_stage
export DESIGN_NICKNAME = core_id_stage
export VERILOG_FILES = /design/flow/design.v
export SDC_FILE = /design/flow/constraint.sdc
export NUM_CORES = 4
export LEC_CHECK = 1
export CORE_UTILIZATION = 30
==> design/flow/constraint.sdc <==
current_design core_id_stage

set clk_period 9.0
set clk_io_pct 0.2

create_clock -name clk0 -period $clk_period [get_ports {i_clk}]

set non_clock_inputs [all_inputs -no_clocks]
set_input_delay [expr $clk_period * $clk_io_pct] -clock clk0 $non_clock_inputs
set_output_delay [expr $clk_period * $clk_io_pct] -clock clk0 [all_outputs]
==> run notes <==
Implementation progress

Counting flops with an async set or reset pin after synthesis yields a share of 100%. The synthesis run identifies the leading combinational cell family as AND-OR/OR-AND gates. The buffer levels on the longest clock path stands at 3. The post-layout worst setup margin stands at between 500 and 600 ps. For this run, the detailed router reports a per-instance via density of 7.33.

The run reported a max-capacitance violation count of 1. According to the floorplan report, the die height is 452 microns. The register with the most flip-flops in the layout has 1024 of them. The worst hold slack stands at 514 ps. Setup repair after global routing left no endpoint under its margin.

Counting every instance in the synthesized netlist gives roughly 7000. The placeable core region stands at approximately 200000 sq um. The timing report gives the clock slew at the launch and capture registers of the worst setup and hold paths as 60 ps. The count of warnings emitted by yosys stands at 4. OpenROAD reports that the post-layout worst path occupies between 90% and 100% of the period. STA reports the tightest min-delay check as being of type flip-flop to flip-flop. Once detail routing completed, the nets flagged for antenna violations numbered 0. Looking at the clock tree report, the root buffer type is clkbuf_16.

The number of H-tree levels stands at 4. The aggregate global-route resource usage stands at ~55%. Per the Yosys statistics, synthesis produced roughly 7100 cells. At the placement stage, the worst setup path has a slack of between 500 and 600 ps. The portion of the post-synthesis area used by sequential elements stands at between 40% and 50%. STA classifies the critical path startpoint as an input pin. The distinct cell type count of the synthesized netlist stands at 98. Per the detail_route report, DRC violations left total 0.

The number of port buffers stands at about 210. The number of global-route vias before repair stands at approximately 68000. The final count of negative-setup-slack endpoints stands at 0.

In the final layout, the share of cells above drive strength 1 is between 10% and 20%. In this run, the synthesized area fraction spent on xor and xnor cells is recorded as 0.144%. The count of standard-cell rows stands at approximately 160. After layout, the design draws a total of about 17 mW. The initial core utilization stands at about 30%. The checks that failed: max-capacitance violations, max-slew violations. The finished cells cover ~73000 sq um. Between clock sinks in the finished design, the worst skew comes to roughly 35 ps. The data arrival at the endpoint of the critical path stands at between 6000 and 7000 ps. The buffers inserted during post-CTS setup optimization stands at 0. The script logs the mean routed wire length per placed instance as around 55 microns.

The first detailed-routing pass took 10 iterations. The first global-routing pass estimated roughly 710000 microns of wire. The total clock buffers created by CTS stands at around 130. The register with the most flip-flops in the final layout is rf.rf_data. The mux share of post-synthesis cell area stands at under 10%. RePlAce ended its routability-driven mode at a weighted congestion of 1.13. The area growth from synthesis to final layout stands at 19.8%. The number of top-level pins stands at approximately 210. The cell-mix breakdown from Yosys lists the compound-gate area share as between 20% and 30%. The final timing report lists a max-slew violation count of 4. The total overflow left after global routing is 0. The via count of the routed design stands at between 70000 and 80000. The number of antenna violations at the first check in global routing is 114. The logs give a warning total of slightly below 60. The worst setup path is of the input pin to output pin kind.

In this run, post-CTS repair resized a total of 0 instances. STA classifies the critical path endpoint as an output pin. The worst slew slack as a fraction of its limit stands at -11.5%. The detailed placer reported the number of placed instances as approximately 9700. The run finished, with violations left. The highest net fanout along the worst path stands at 21.

The floorplan step set the die width to approximately 450 microns. The share of the core filled with cells in the final layout stands at between 30% and 40%. At the pin with the least slew margin, the transition time is between 1500 and 2000 ps. The maximum clock frequency stands at around 120 MHz. After legalization and detailed placement, the total HPWL measured roughly 370000 microns. The leakage power in the latest report is slightly above 30 nW. Per the synth stats, the flop cell with the highest instance count is dfrtp_1. At the worst endpoint, the required time is 7200 ps. In the final layout, the registers with the most flip-flops are rf.rf_data (1024). For the worst-skew pair, the clock arrives at the later sink with an insertion delay of 830 ps. The worst path in the final design needs a cycle of roughly 8500 ps, including I/O delays and setup. The chip area in the Yosys report stands at between 60000 and 70000 sq um. The arithmetic-cell share of the synthesized area counting full adders, half adders and majority gates stands at 0%. The cell area after placement stands at just under 70000 sq um.

The total number of clock tree sinks stands at ~1000. Once iteration 0 of detailed routing completed, the report listed about 12000 DRC markers. TritonCTS built the clock tree.

The worst voltage drop across the vdd grid stands at 0.205 mV. The cell area power density stands at about 230 nW/um^2. The sum of routed wire length over all layers stands at around 550000 microns. The post-synthesis share of cell area spent on and, or, nand and nor gates stands at 20.5%. For this design, the CTS-stage hold fixing added 0 buffers. The cell area that synthesis handed to floorplanning was 60800 sq um. The count of flip-flops with a built-in enable after synthesis stands at 0.

The finished layout holds approximately 10000 standard cells, fillers aside. The floorplan step defined a die boundary enclosing slightly above 200000 sq um. The setup TNS stands at 0 ps. The post-synthesis average cell area stands at between 8 and 9 sq um. Counting endpoints that fail hold in the final report gives 0. The synthesis stat section lists a flop and latch total of 1024. Entering global routing, the biggest net connects around 120 pins.
[cell usage after synthesis, drive strengths merged (140+ instances only)]
master	instances	area, sq um
buf	299	1760
a22oi	811	6090
o21ai	646	3350
nor2	629	2410
clkbuf	489	1840
a31oi	459	2870
nand2	758	2850
nand4	163	1020
dfrtp	1024	25600
and3	414	2590
a2111oi	140	1280
nand3	179	906
[routing by layer]
metal	up-vias	GRT usage [%]	share of wire, %
met4	60	39.7	8.9
met5	-	3.43	0.19
li1	27100	-	-
met1	36600	68.0	37
met3	2359	33.2	16
met2	7269	68.9	38
[final cells by class]
| cell class | count | area (sq um) |
|---|---|---|
| Tap cell | 2656 | 3320 |
| Clock buffer | 184 | 3890 |
| Multi-Input combinational cell | 5235 | 32600 |
| Inverter | 21 | 78.8 |
| Clock inverter | 53 | 652 |
| Antenna cell | 133 | 333 |
| Fill cell | 20200 | 128000 |
| Timing Repair Buffer | 715 | 6310 |
| Sequential cell | 1024 | 25600 |
[worst paths after layout]
check                                                 end  slack (ps)                           start  depth (start not counted)
setup / recovery                           o_rs1_dout[23]         500                     i_instr[17]                         12
hold / removal              rf.rf_data[8][27]$_DFFE_PN0N_         510   rf.rf_data[8][27]$_DFFE_PN0N_                          2
setup reg to reg           rf.rf_data[25][23]$_DFFE_PN0N_        5760  rf.rf_data[28][23]$_DFFE_PN0N_                          7
hold reg to reg             rf.rf_data[8][27]$_DFFE_PN0N_         510   rf.rf_data[8][27]$_DFFE_PN0N_                          2
max in group asynchronous  rf.rf_data[18][23]$_DFFE_PN0N_        6200                         i_rst_n                          3
min in group asynchronous   rf.rf_data[19][6]$_DFFE_PN0N_         900                         i_rst_n                          1
[cell families after synthesis]
logic type                after synthesis
AOI/OAI and AO/OA                    2543
and+or+nand+nor                      2522
xor gates and xnor gates               10
DFF                                  1024
muxes                                 160
buffers and inverters                 809
[report_power, final]
group          switching (mW)  internal (mW)  total [mW]
logic                    2.24           1.23        3.47
registers                2.08           5.64        7.72
clock network            2.36           3.35        5.71
[worst max-delay path, stage by stage]
cell and delay [ps]:
buf_2 640, buf_4 380, nor3_2 120, buf_4 340, and3_1 390, a2111oi_2 890
nand4_1 220, nor4_2 900, buf_4 240, o21ai_0 110, buf_4 160, clkdlybuf4s50_1 450
[placed cells by master (no fill, tap or decap), types with 133 or more instances in the layout]
master           count
nand4_1            163
nor2_1             535
buf_4              467
a31oi_1            458
clkbuf_16          139
nand2_1            725
clkdlybuf4s50_1    194
and3_1             411
a22oi_1            811
dfrtp_1           1024
diode_2            133
o21ai_1            265
nand3_1            174
o21ai_0            350
Power figures rest on the tool's default switching activity, not on a simulated workload.
