$ cat ./config.mk
export PLATFORM = sky130hd
export DESIGN_NAME = core_wb_stage
export DESIGN_NICKNAME = core_wb_stage
export VERILOG_FILES = /design/flow/design.v
export SDC_FILE = /design/flow/constraint.sdc
export NUM_CORES = 4
export LEC_CHECK = 1
export CORE_AREA = 10 10 115 115
export DIE_AREA = 0 0 125 125
$ cat ./constraint.sdc
current_design core_wb_stage

set clk_period 5.7
set clk_io_pct 0.2

create_clock -name clk0 -period $clk_period

set non_clock_inputs [all_inputs -no_clocks]
set_input_delay [expr $clk_period * $clk_io_pct] -clock clk0 $non_clock_inputs
set_output_delay [expr $clk_period * $clk_io_pct] -clock clk0 [all_outputs]
$ cat ./design.v
module core_wb_stage #(
    parameter XLEN = 32,
    parameter FLEN = 32
) (
    input           [1:0]       i_d_size,
    input                       i_d_unsigned,
    input           [2:0]       i_mem_to_reg,
    input           [XLEN-1:0]  i_data_rd_data,
    input           [XLEN-1:0]  i_imm,
    input           [XLEN-1:0]  i_pc_plus_4,
    input           [XLEN-1:0]  i_alu_result,
    input           [XLEN-1:0]  i_csr_data,
    input           [XLEN-1:0]  i_mul_result,
    input           [FLEN-1:0]  i_fpu_result,
    output  logic   [XLEN-1:0]  o_rd_din
);
    localparam SRC_ALU = 3'b000;
    localparam SRC_DMEM = 3'b001;
    localparam SRC_PC_PLUS_4 = 3'b010;
    localparam SRC_IMM = 3'b011;
    localparam SRC_CSR = 3'b100;
    localparam SRC_MUL = 3'b101;     
    localparam SRC_FPU = 3'b110;     
    logic [31:0] dmem_dout;
    logic [31:0] dmem_dout_sized;
    assign dmem_dout = i_data_rd_data;
    always @(*) begin
        case (i_d_size)
            2'b00: begin     
                if (i_d_unsigned) begin
                    dmem_dout_sized = {24'b0, dmem_dout[7:0]};
                end else begin
                    dmem_dout_sized = $signed(dmem_dout << 24) >>> 24;
                end
            end
            2'b01: begin     
                if (i_d_unsigned) begin
                    dmem_dout_sized = {16'b0, dmem_dout[15:0]};
                end else begin
                    dmem_dout_sized = $signed(dmem_dout << 16) >>> 16;
                end
            end
            2'b11: begin     
                dmem_dout_sized = dmem_dout;
            end
            default: begin
                dmem_dout_sized = dmem_dout;
            end
        endcase
    end
    always @(*) begin
        case(i_mem_to_reg)
            SRC_ALU:
                o_rd_din = i_alu_result;     
            SRC_DMEM:
                o_rd_din = dmem_dout_sized;  
            SRC_PC_PLUS_4: 
                o_rd_din = i_pc_plus_4;      
            SRC_IMM:
                o_rd_din = i_imm;            
            SRC_CSR:
                o_rd_din = i_csr_data;
            SRC_MUL:
                o_rd_din = i_mul_result;
            SRC_FPU:
                o_rd_din = i_fpu_result;
            default: 
                o_rd_din = i_alu_result;
        endcase 
    end
endmodule
$ cat ./run.sh
#!/bin/bash
# OpenROAD 26Q1-2900-gdf79404cd8, Yosys 0.63+post, stock flow scripts
make -C /OpenROAD-flow-scripts/flow DESIGN_CONFIG=/design/flow/config.mk WORK_HOME=/design/flow/orfs finish
==> flow_results.org <==
#+TITLE: Implementation results

** Drt
- The routed layout reports a DRC error count of 0.
- Violation count after the first detailed-route iteration :: 272
- Total routed wirelength :: 15700 microns
- DR vias/cell :: 5.06
- For this block, the via count after detailed routing is 3711.
- Once detail routing completed, the nets flagged for antenna violations numbered 0.
- DR WL/cell :: roughly 21 microns
- For this run, the detailed router's first-pass iteration total came to 6.

** Yosys
- Summed over all instances, the cell type with the most area after synthesis is a21oi_1.
- Top cell area share :: 10.6%
- Sequential elements use 0% of the synthesized area.
- Average footprint of a synthesized cell :: 5.77 sq um
- The synthesis report lists the Yosys warning total as 1.
- In the Yosys report the total cell count is 362.
- Most frequent cell after synthesis :: nor2_1
- Unique masters post-synth :: 36
- Summing every instance area after synthesis gives around 0.0021 sq mm.
- Total cell area reported by yosys after synthesis :: approximately 0.0021 sq mm
- Counting instances in the post-synthesis netlist gives the leading cell types as nor2_1 (48), a21oi_1 (44), o21ai_0 (44).
- Main area contributors after synthesis :: a21oi_1 (11%), o21ai_0 (11%), nor2_1 (8.6%)
- Number of cells produced by synthesis :: 362

** Timing
- Fin crit share :: between 80% and 90%
- In the final report, the number of endpoints failing setup comes to 0.
- Per the timing report, the achievable frequency comes out to 200 MHz.
- Least-Margin Pin Slew :: slightly below 0.9 ns
- WHS :: about 3.2 ns
- Rel. slew slack :: 40.5%
- Total negative slack for setup checks :: 0 ns
- The routed design could run at a clock period as short as 5.00 ns.
- Setup repair after global routing left no endpoint under its margin.
- Final count of pins violating max slew :: 0
- For reference, the final report shows the hold violation count at 0.

** Worst setup path
- The cell family contributing the most delay on the critical path is buffers and inverters.
- CP Data Required Time :: roughly 4.6 ns
- Highest net fanout along the worst path :: 17
- Looking at the setup timing report, the critical path kind is in -> out.
- At the worst endpoint, the arrival time is 3.86 ns.
- Counting stages on the worst path, the most repeated cell is clkdlybuf4s50_1.
- Slowest cell on crit path :: a211oi_4
- STA classifies the critical path startpoint as an input port.
- Maximum single-stage delay on the critical path :: 0.78 ns
- The signal on the critical path passes through clkdlybuf4s50_1, inv_1, a211oi_4, o21ai_0, a31oi_1, clkdlybuf4s50_1.
- Crit end category :: output pin
- The timing report notes that buffer and inverter cells on the critical path total 3.

** Placement
- Input/output buffers :: 262
- HPWL Detailed :: roughly 13000 microns
- Placed insts :: around 730
- Routability-driven placement congestion ratio :: 0.964
- Placed Instance Area :: 0.00477 sq mm

** Min path
- In this run the most critical hold path is launched from i_alu_result[6].
- Min-delay worst type :: in -> out
- Cells on Worst Hold Path :: 4
- In the hold report, the worst path ends at o_rd_din[6].

** Clock network
- Hold bufs inserted after CTS :: 0
- Buffers added to address setup during post-CTS repair amount to 0.
- Number of gates given a new drive strength after cts :: 0

** Global routing
- The first global-routing pass estimated 23600 microns of wire.
- Entering global routing, the biggest net connects 75 pins.
- GRT Total Usage :: 18.7%
- Routing resource usage on met1 recorded by global route was 24.5%.
- The via count of the first global-routing pass came to 3659.
- Per the GRT log, the top usage layer is met2.
- Global routing finished with a remaining overflow of 0.
- For this run, global-route usage on met2 was measured as 31.9%.
- Initial antenna violation count :: 1
- Met3 Resource Use GR :: roughly 3.5%

** Layout
- Per the layout report, the design carries 0 clock buffers.
- In the final layout, the share of cells above drive strength 1 is 2.87%.
- The count of cells in the finished layout, fillers not included, comes to 734.
- Across the whole layout, storage elements account for 0 sq um.
- In this run the layout overhead on the synthesized area is reported as 129%.
- In the finished design the tool counted flip-flops and latches totalling 0.
- Design area :: 0.00477 sq mm

** Floorplanning
- From bottom edge to top edge, the die measures about 130 microns.
- Core box area :: around 0.011 sq mm
- After floorplanning, the core was divided into 38 placement rows.
- Pin placement for this block handled 262 I/O pins.
- The die is 125 microns wide.
- Fraction of the core area occupied by cells at floorplan :: 19.3%
- The overall die size recorded for this design is 0.0156 sq mm.

** Power and ir drop
- Power density over the cells :: 77.3 mW/mm^2
- Power Total :: roughly 370 uW
- VDD sags by at most 33.1 uV.
- Leak :: 1.78 nW

** Job
- Count of tool warnings :: 32
- The number of maximum-capacitance violations recorded for the run is 0.

** Run status
- The run finished with clean final reports.
-- worst max path at each step --
stage | to | cells past startpoint | start
4_1_cts | o_rd_din[26] | 6 | i_d_size[1]
5_1_grt | o_rd_din[30] | 6 | i_d_size[1]
6_report | o_rd_din[26] | 6 | i_d_size[1]
-- cells by family (layout without fill, tap and decap cells) --
group | after synthesis | after routing | synth area share [%]
buffers and inverters | 69 | 300 | 13.7
and+or+nand+nor | 94 | 94 | 22.1
muxes | 6 | 6 | 3.00
AOI/OAI and AO/OA | 193 | 193 | 61.2
other | 0 | 1 | 0
-- cells in the final DEF, fill, tap and decap left out --
master and count:
a211o_1 2, a211oi_4 1, a21bo_2 1, a21oi_1 43, a21oi_4 1, a221oi_1 11, a222oi_1 16, a22o_1 11
a22oi_1 2, a2bb2oi_1 1, a31oi_1 17, and2_1 2, buf_2 3, buf_4 9, clkdlybuf4s50_1 259, diode_2 1
inv_1 29, mux2_2 2, mux2i_1 4, nand2_1 5, nand2b_1 11, nor2_1 48, nor2b_1 25, nor3_1 1
o211ai_1 3, o21a_1 17, o21ai_0 44, o21ai_1 10, o221ai_1 4, o22a_1 1, o22ai_1 3, o2bb2ai_1 3
o31ai_1 1, o32a_1 1, or3b_1 1, or4b_1 1
-- power breakdown --
part | internal (mW) | total (mW) | switching, mW
logic | 0.244 | 0.369 | 0.125
registers | 0 | 0 | 0
clock network | 0.0000000235 | 0.0000000235 | 0
total | 0.244 | 0.369 | 0.125
-- per-layer routing --
layer / up-vias / share of wire [%]
met4: 0 / 1.5
li1: 1813 / -
met3: 12 / 7.5
met5: - / 0
met1: 1702 / 42
met2: 184 / 49
-- stage by stage --
stage                     worst slack (ns)  utilization (%)
final                                0.699             44.0
after global routing                 0.520             44.0
after CTS                            0.727             44.0
after detailed placement             0.726             44.0
after global placement               0.791             44.0
after floorplan                       2.21                -
-- cell type report --
| class | instances | area, sq um |
|---|---|---|
| Tap cell | 140 | 175 |
| Fill cell | 1109 | 6070 |
| Antenna cell | 1 | 2.50 |
| Timing Repair Buffer | 271 | 2680 |
| Multi-Input combinational cell | 293 | 1810 |
| Inverter | 29 | 109 |
Power figures rest on the tool's default switching activity, not on a simulated workload.
